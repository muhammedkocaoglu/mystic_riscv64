==> design.v <==
`timescale 1ns / 1ps
module mystic_main_mem_rx(
        input  wire  		clk_i,
        input  wire  		rstn_i,
        input  wire  		rx_i,
        input  wire  [15:0] baud_div,  
        output reg          disable_core_n,  
        output reg   [7:0]  uart_mem_dout,
        output reg   [17:0] uart_mem_addr,
        output reg          uart_mem_we
    );
    wire        rx_done_tick_o;
    wire  [7:0] dout_o;
    reg [3:0] state;
    parameter S_IDLE    = 4'b0001;
    parameter S_DATA    = 4'b0010;
    parameter S_FILL_0  = 4'b0100;
    reg [20:0]      cntr;
    reg [31:0]      cntr_timeout;
    reg [4*8-1:0]   header_buffer;
    always @(posedge clk_i, negedge rstn_i) begin
        if (!rstn_i) begin
            cntr  <= 0;
            cntr_timeout    <= 0;
            disable_core_n  <= 1'b1;
            header_buffer   <= 0;
            state   <= S_IDLE;
        end else begin
            uart_mem_we     <= 1'b0;
            case (state)
                S_IDLE: begin
                    disable_core_n  <= 1'b1;
                    cntr_timeout    <= 0;
                    cntr    <= 0;
                    if (rx_done_tick_o) begin
                        header_buffer   <= {header_buffer[23:0], dout_o};
                    end
                    if (header_buffer == 32'hABCD1234) begin
                        state <= S_DATA;
                        disable_core_n  <= 1'b0;
                    end
                end
                S_DATA: begin
                    if (rx_done_tick_o) begin
                        uart_mem_dout   <= dout_o;
                        uart_mem_addr   <= cntr;
                        cntr            <= cntr + 1;
                        uart_mem_we     <= 1'b1;
                        cntr_timeout    <= 0;
                    end else begin
                        cntr_timeout    <= cntr_timeout + 1;
                    end
                    if (cntr_timeout >= 200_000) begin
                        state <= S_FILL_0;
                        header_buffer   <= 0;
                    end
                end
                S_FILL_0: begin
                    if (cntr >= 2**17) begin
                        state <= S_IDLE;
                        cntr <= 0;
                    end else begin
                        uart_mem_dout   <= 0;
                        uart_mem_addr   <= cntr;
                        cntr            <= cntr + 1;
                        uart_mem_we     <= 1'b1;
                    end
                end
            default: begin
                state <= S_IDLE;
            end
           endcase
        end
     end
uart_rx uart_rx (
    .clk_i           (clk_i           ),
    .rstn_i          (rstn_i          ),
    .rx_i            (rx_i            ),
    .baud_div        (baud_div        ),  
    .dout_o          (dout_o          ),
    .rx_done_tick_o  (rx_done_tick_o  )             
);
endmodule
`timescale 1ns / 1ps
module uart_rx (
    input  wire  		clk_i,
    input  wire  		rstn_i,
    input  wire  		rx_i,
    input  wire  [15:0] baud_div,  
    output wire  [7:0] 	dout_o,
    output reg   		rx_done_tick_o
);
	reg [3:0] state;
   parameter S_IDLE  = 4'b0001;
   parameter S_START = 4'b0010;
   parameter S_DATA  = 4'b0100;
   parameter S_STOP  = 4'b1000;
   integer bittimer = 0;
   integer bitcntr  = 0;
   reg [7:0] shreg  = 0;
   reg r_Rx_Data_R = 1'b1;
   reg r_Rx_Data_R2 = 1'b1;
   reg r_Rx_Data   = 1'b1;
   always @(posedge clk_i, negedge rstn_i) begin
      if (!rstn_i) begin
         r_Rx_Data_R  <= 1'b1;
         r_Rx_Data_R2 <= 1'b1;
         r_Rx_Data    <= 1'b1;
      end else begin
         r_Rx_Data_R    <= rx_i;
         r_Rx_Data_R2   <= r_Rx_Data_R;
         r_Rx_Data      <= r_Rx_Data_R2;
      end
   end
   always @(posedge clk_i, negedge rstn_i) begin
      if (!rstn_i) begin
         state	        <= S_IDLE;
         rx_done_tick_o	<= 0;
         bittimer		<= 0;
         bitcntr 	    <= 0;
         shreg           <= 8'h00;
      end else begin
         case (state)
               S_IDLE: begin
                  rx_done_tick_o	<= 0;
                  bittimer		<= 0;
                  if (r_Rx_Data == 1'b0) begin
                     state	<= S_START;
                  end
               end
               S_START : begin
                  if ( bittimer == baud_div/2-1 ) begin
                     state		<= S_DATA;
                     bittimer	<= 0;
                  end else begin
                     bittimer	<= bittimer + 1;
                  end
               end  
               S_DATA  : begin
                  if (bittimer == baud_div-1) begin
                     if ( bitcntr == 7 ) begin
                        state	<= S_STOP;
                        bitcntr	<= 0;
                     end else begin
                        bitcntr	<= bitcntr + 1;
                     end
                     shreg		<= {r_Rx_Data, (shreg[7:1])};
                     bittimer	<= 0;
                  end else begin
                     bittimer	<= bittimer + 1;
                  end
               end 
               S_STOP: begin
                  if (bittimer == baud_div-1) begin
                     state			<= S_IDLE;
                     bittimer		<= 0;
                     rx_done_tick_o	<= 1;
                  end else begin
                     bittimer	<= bittimer + 1;
                  end
               end  
               default : begin 
                  state <= S_IDLE;
               end
         endcase
      end
   end
    assign dout_o = shreg;
endmodule  
==> run.sh <==
#!/bin/bash
# OpenROAD 26Q1-2900-gdf79404cd8, Yosys 0.63+post, stock flow scripts
make -C /OpenROAD-flow-scripts/flow DESIGN_CONFIG=/design/flow/config.mk WORK_HOME=/design/flow/orfs finish
==> config.mk <==
export PLATFORM = sky130hd
export DESIGN_NAME = mystic_main_mem_rx
export DESIGN_NICKNAME = mystic_main_mem_rx
export VERILOG_FILES = /design/flow/design.v
export SDC_FILE = /design/flow/constraint.sdc
export NUM_CORES = 4
export LEC_CHECK = 1
export CORE_UTILIZATION = 40
==> constraint.sdc <==
current_design mystic_main_mem_rx

set clk_period 7.4
set clk_io_pct 0.2

create_clock -name clk0 -period $clk_period [get_ports {clk_i}]

set non_clock_inputs [all_inputs -no_clocks]
set_input_delay [expr $clk_period * $clk_io_pct] -clock clk0 $non_clock_inputs
set_output_delay [expr $clk_period * $clk_io_pct] -clock clk0 [all_outputs]
==> run_results.csv <==
group,metric,value,unit
status,status,"completed",
routing,dr.pass1.iters,7,
clock_network,clkLatencyLatePin,430,ps
routing,postRouteAntennaNets,0,
final_timing,setup_viol,0,
placement,dp.final_hpwl,14.5,mm
setup_path,worst-setup-path-type,"input pin to flip-flop",
logic_synthesis,yosys-stat-cells,1103,
routing,drtIter0Drc,755,
logic_synthesis,yosys_warnings,2,
logic_synthesis,yosys.cell_types.count,64,
clock_network,cts_inserted_buffers,17,
setup_path,rr_endpoint,"uart_rx.bittimer[24]$_DFFE_PN0P_",
placement,portBuffers,46,
clock_network,clkTransAtPathRegs,80,ps
floorplan,io_pins,47,
hold_path,hold_end,"uart_rx.r_Rx_Data_R2$_DFF_PN1_",
grt,grt_pass1_vias,7405,
grt,grt_pass1_wl,37.4,mm
logic_synthesis,synth_flops,196,
grt,antenna_found_initial,0,
final_timing,tightest_slew,745,ps
floorplan,fp.dieH,162,um
pwr,powerDensity,193,nW/um^2
run,drv_cap,0,
routing,route.vias.total,7983,
final_timing,slew_headroom,50.3,%
final_timing,hold_viol_final,0,
logic_synthesis,syn_inst,1103,
floorplan,rows,58,
run,tool_warnings,31,
hold_path,min-delay-start,"uart_rx.r_Rx_Data_R$_DFF_PN1_",
logic_synthesis,topCellsByArea,"dfrtp_1 (40%), edfxtp_1 (7.9%), nand2_1 (6.7%)",
grt,grt_usage,18.0,%
clock_network,cts_buffer_depth,2,
final_layout,drive_gt1_share,6.88,%
logic_synthesis,yosys.area.top_type_share,40.0,%
final_layout,area_growth,13.2,%
routing,antenna_cells,0,
clock_network,ctsHoldBuffers,0,
final_timing,fmax,189,MHz
grt,grt_max_degree,125,
floorplan,die_x,162,um
clock_network,cts_sinks,196,
setup_path,r2r_slack,3710,ps
logic_synthesis,avgSynthCellArea,9.25,um^2
final_layout,final-comb-area,4780,um^2
pwr,peakVddDrop,0.147,mV
floorplan,fp_util,40.6,%
logic_synthesis,synth-main-ff-cell,"dfrtp_1",
pwr,p_leak,4.65,nW
logic_synthesis,synth.largest_area_cell,"dfrtp_1",
clock_network,postCtsSetupRepairBufs,0,
clock_network,cts_tree,"built",
final_timing,clock_skew,12.2,ps
logic_synthesis,syn_area,10200,um^2
setup_path,r2r_start,"uart_rx.bittimer[20]$_DFFE_PN0P_",
clock_network,cts-root-buf,"clkbuf_16",
hold_path,hold_class,"flip-flop to flip-flop",
floorplan,die_area,26200,um^2
setup_path,ff2ff_path_depth,8,
setup_path,crit_path_start_kind,"input pin",
logic_synthesis,ys_area,10200,um^2
logic_synthesis,async_flop_share,86.2,%
final_layout,seqCellArea,5050,um^2
hold_path,holdPathStages,0,
routing,drc,0,
setup_path,cp.arrival,5580,ps
clock_network,htree_levels,4,
routing,wire_per_inst,15.0,um
placement,placed_area,11000,um^2
final_layout,n_fill_cell,2386,
final_timing,rsz0062_at_grt,"false",
final_layout,utilization,46.0,%
logic_synthesis,ys_seq_share,49.5,%
floorplan,core,25100,um^2
logic_synthesis,edf_count,27,
final_timing,fin_setup_tns,0,ps
placement,place_congestion,0.847,
grt,grt-ovfl-total,0,
routing,drt-total-wl,21.9,mm
setup_path,path_max_fanout,17,
routing,vias_per_cell,5.46,
final_timing,fin_crit_sh,71.5,%
setup_path,crit_required,7690,ps
clock_network,cts.repair.resized,0,
final_timing,slew_violations,0,
final_layout,design_area,11600,um^2
final_timing,period_minus_slack,5290,ps
setup_path,endpoint_kind,"flip-flop",
## stage by stage
stage	setup slack, ps	cells	power, mW	hold WS (ps)
after floorplan	3200	1103	1.28	345
after global placement	1760	1431	1.35	347
after detailed placement	1690	1431	1.35	347
after CTS	2150	1463	2.27	358
after global routing	1870	1463	2.34	365
final	2110	1463	2.24	357
## cells in the mapped netlist (29+ instances only)
master    instances
nand2_1         181
dfrtp_1         163
o21ai_0         117
nor2_1           59
clkbuf_1         54
xor2_1           47
nand3_1          41
nor4_1           41
nor3_1           36
inv_1            34
xnor2_1          33
nand4_1          29
## flip-flops by register name, indices dropped and copies added (netlist names), 3 cells and up
signal            flops
cntr_timeout         32
cntr                 21
header_buffer        32
state                 3
uart_rx.shreg         8
uart_rx.bitcntr      32
uart_mem_addr        18
uart_mem_dout         8
uart_rx.bittimer     32
uart_rx.state         4
## cell usage in the layout (no fill, tap or decap), drive strengths merged, types with 10 or more instances in the layout
master           n
nand2          181
dfrtp          163
o21ai          119
nor2            60
xor2            47
clkdlybuf4s50   45
nor4            43
inv             42
nand3           41
nor3            37
xnor2           33
nand4           30
edfxtp          27
o31ai           25
and3            23
clkbuf          18
buf             17
nor2b           16
a31oi           15
a21oi           14
o221ai          14
mux2            10
## routing by layer
| layer | track usage [%] | up-vias | routed length (um) | share of wire, % |
|---|---|---|---|---|
| met5 | 0 | - | 0 | 0 |
| met4 | 1.11 | 0 | 144 | 0.66 |
| met3 | 2.79 | 11 | 983 | 4.5 |
| met2 | 27.2 | 186 | 9790 | 45 |
| met1 | 29.8 | 3779 | 11000 | 50 |
| li1 | - | 4007 | - | - |
## worst max-delay path: stages
cell and delay, ps:
clkdlybuf4s50_1 580, or4_1 700, o21ai_2 200, a21oi_1 80, or4_1 560, o41a_1 620, nand2b_1 570, nor2_2 610
o21ai_0 170
## worst max-delay path by stage
stage                  startpoint  slack, ps                          endpoint
after CTS             baud_div[3]       2150  uart_rx.bittimer[24]$_DFFE_PN0P_
after global routing  baud_div[3]       1870  uart_rx.bittimer[24]$_DFFE_PN0P_
final                 baud_div[3]       2110  uart_rx.bittimer[24]$_DFFE_PN0P_
## power breakdown
group | switching [mW] | leakage, nW | internal, mW
Clock | 0.447 | 0.292 | 0.464
Sequential | 0.0439 | 2.60 | 1.11
Combinational | 0.0959 | 1.76 | 0.0771
Total | 0.587 | 4.65 | 1.65
## cell families (layout without fill, tap and decap cells)
family                   after synthesis  in the layout  share of synthesized area (%)
buffers and inverters                 98            128                           3.80
XOR/XNOR                              80             80                           6.87
flip-flops                           196            196                           49.5
AND/OR/NAND/NOR                      480            480                           23.7
multiplexers                          14             14                           1.50
AND-OR/OR-AND                        227            227                           13.7
adder cells (fa/ha/maj)                8              8                          0.981
## layout make-up
| class | count | area share (%) |
|---|---|---|
| Clock buffer | 18 | 3.80 |
| Clock inverter | 14 | 1.34 |
| Inverter | 34 | 1.10 |
| Multi-Input combinational cell | 809 | 41.3 |
| Sequential cell | 196 | 43.7 |
| Tap cell | 330 | 3.57 |
| Timing Repair Buffer | 62 | 5.14 |
Power and IR drop assume default switching activity.
